[design/flow/design.v]
`timescale 1ns / 1ps
module bk_uart_excute_v1#(
					parameter  sys_clk_freq  = 50_000_000,
					parameter  BandRate = 921600
				)
				(
					input wire clk,
					input wire rst_n,
					input  wire [7:0] BKP01_data_i,  
					input  wire BKP01_ready_i,       
					output wire BKP01_busy_o,        
					output  wire [7:0] BKP02_data_o,  
					output  wire BKP02_ready_o,       
					input   wire BKP02_busy_i,        
					output wire Tx,
					input  wire Rx
				 );
localparam  BandRate_bit  = sys_clk_freq / BandRate;	
localparam  BandRate_byte = sys_clk_freq / (BandRate / 10) ;				 
localparam Tx_state0 = 3'b001;
localparam Tx_state1 = 3'b010;
localparam Tx_state2 = 3'b100;
localparam Rx_state0 = 3'b001;
localparam Rx_state1 = 3'b010;
localparam Rx_state2 = 3'b100;
reg [2:0] Status_Tx;  
reg [31:0] BandRate_Tx_Cnt;
always @(posedge clk or negedge rst_n)
if(!rst_n)
	begin
		BandRate_Tx_Cnt <= 32'd0;
		Status_Tx <= Tx_state0;
	end 
else 
	begin
		case(Status_Tx)
			Tx_state0:
					begin
						if(BKP01_ready_i == 1'b1)
							begin
								Status_Tx <= Tx_state1;
								BandRate_Tx_Cnt <= 32'd1;
							end 
						else	
							begin
								Status_Tx <= Tx_state0;
								BandRate_Tx_Cnt <= 32'd0;
							end 
					end 
			Tx_state1:
					begin
						if(BandRate_Tx_Cnt == BandRate_byte)
							begin 
								BandRate_Tx_Cnt <= 32'd0;
								Status_Tx <= Tx_state2;
							end 
						else	
							begin
								BandRate_Tx_Cnt <= BandRate_Tx_Cnt + 1'd1;
								Status_Tx <= Tx_state1;
							end 
					end 
			Tx_state2:
					begin
						if(BKP01_ready_i == 1'b1)
							Status_Tx <= Tx_state2;     
						else	
							Status_Tx <= Tx_state0;
					end 
			default:
					Status_Tx <= Tx_state0;
		endcase
	end 
wire uart_tx_pre_value;
assign uart_tx_pre_value  = ((BandRate_Tx_Cnt > BandRate_bit*32'd0) &&(BandRate_Tx_Cnt <= BandRate_bit*32'd1)) ? 1'b1: 1'b0;
wire uart_tx_bit0_value;
assign uart_tx_bit0_value = ((BandRate_Tx_Cnt > BandRate_bit*32'd1) &&(BandRate_Tx_Cnt <= BandRate_bit*32'd2)) ? 1'b1: 1'b0;
wire uart_tx_bit1_value;
assign uart_tx_bit1_value = ((BandRate_Tx_Cnt > BandRate_bit*32'd2) &&(BandRate_Tx_Cnt <= BandRate_bit*32'd3)) ? 1'b1: 1'b0;
wire uart_tx_bit2_value;
assign uart_tx_bit2_value = ((BandRate_Tx_Cnt > BandRate_bit*32'd3) &&(BandRate_Tx_Cnt <= BandRate_bit*32'd4)) ? 1'b1: 1'b0;
wire uart_tx_bit3_value;
assign uart_tx_bit3_value = ((BandRate_Tx_Cnt > BandRate_bit*32'd4) &&(BandRate_Tx_Cnt <= BandRate_bit*32'd5)) ? 1'b1: 1'b0;
wire uart_tx_bit4_value;
assign uart_tx_bit4_value = ((BandRate_Tx_Cnt > BandRate_bit*32'd5) &&(BandRate_Tx_Cnt <= BandRate_bit*32'd6)) ? 1'b1: 1'b0;
wire uart_tx_bit5_value;
assign uart_tx_bit5_value = ((BandRate_Tx_Cnt > BandRate_bit*32'd6) &&(BandRate_Tx_Cnt <= BandRate_bit*32'd7)) ? 1'b1: 1'b0;
wire uart_tx_bit6_value;
assign uart_tx_bit6_value = ((BandRate_Tx_Cnt > BandRate_bit*32'd7) &&(BandRate_Tx_Cnt <= BandRate_bit*32'd8)) ? 1'b1: 1'b0;
wire uart_tx_bit7_value;
assign uart_tx_bit7_value = ((BandRate_Tx_Cnt > BandRate_bit*32'd8) &&(BandRate_Tx_Cnt <= BandRate_bit*32'd9)) ? 1'b1: 1'b0;
wire uart_tx_end_value;
assign uart_tx_end_value =  ((BandRate_Tx_Cnt > BandRate_bit*32'd9) &&(BandRate_Tx_Cnt  <=  BandRate_byte)) ? 1'b1: 1'b0;
reg  [7:0] BKP01_data_i_n;
always @(posedge clk or negedge rst_n)
if(!rst_n)
	BKP01_data_i_n <= 8'b0;
else
	BKP01_data_i_n <= BKP01_data_i;
reg Tx_p;
always @(posedge clk or negedge rst_n)
if(!rst_n)
	Tx_p <= 1'b1;
else if(uart_tx_pre_value)
	Tx_p <= 1'b0;
else if(uart_tx_bit0_value)
	Tx_p <= BKP01_data_i_n[0];
else if(uart_tx_bit1_value)
	Tx_p <= BKP01_data_i_n[1];
else if(uart_tx_bit2_value)
	Tx_p <= BKP01_data_i_n[2];
else if(uart_tx_bit3_value)
	Tx_p <= BKP01_data_i_n[3];
else if(uart_tx_bit4_value)
	Tx_p <= BKP01_data_i_n[4];
else if(uart_tx_bit5_value)
	Tx_p <= BKP01_data_i_n[5];
else if(uart_tx_bit6_value)
	Tx_p <= BKP01_data_i_n[6];
else if(uart_tx_bit7_value)
	Tx_p <= BKP01_data_i_n[7];
else if(uart_tx_end_value)
	Tx_p <= 1'b1;	
else
	Tx_p <= 1'b1;
wire  BKP01_busy_p;
assign BKP01_busy_p = ((BandRate_Tx_Cnt >0) &&(BandRate_Tx_Cnt <= BandRate_byte)) ? 1'b1 : 1'b0;
assign BKP01_busy_o = BKP01_busy_p;
assign Tx = Tx_p;
reg Rx_n_1;
reg Rx_n_2;
always @(posedge clk or negedge rst_n)
if(!rst_n)
	begin
		Rx_n_1 <= 1'b0;
		Rx_n_2 <= 1'b0;
	end
else
	begin
		Rx_n_1 <= Rx;
		Rx_n_2 <= Rx_n_1;
	end 
wire Rx_n_nedge;
assign Rx_n_nedge = !Rx_n_1 & Rx_n_2;
reg [2:0] Status_Rx;
reg [31:0] BandRate_Rx_Cnt;
always @(posedge clk or negedge rst_n)
if(!rst_n)
	begin
		Status_Rx <= Rx_state0;
		BandRate_Rx_Cnt <= 32'd0;
	end 
else	
	case(Status_Rx)
		Rx_state0:
			begin
				if(Rx_n_nedge)
					begin
						Status_Rx <= Rx_state1;
						BandRate_Rx_Cnt <= 32'd1;
					end 
				else	
					begin
						Status_Rx <= Rx_state0;
						BandRate_Rx_Cnt <= 32'd0;
					end 
			end 
		Rx_state1:
			begin
				if(BandRate_Rx_Cnt == BandRate_byte - BandRate_bit / 3)
					begin
						BandRate_Rx_Cnt <= 32'd0;
						Status_Rx <= Rx_state2;
					end 
				else
					begin
						BandRate_Rx_Cnt <= BandRate_Rx_Cnt + 1'd1;
						Status_Rx <= Rx_state1;
					end 
			end 
		Rx_state2:
			begin
				if(Rx_n_nedge)
					Status_Rx <= Rx_state2;
				else
					Status_Rx <= Rx_state0; 
			end 
		default:
			Status_Rx <= Rx_state0;
	endcase
wire uart_rx_bit0_value;
assign uart_rx_bit0_value = (BandRate_Rx_Cnt == BandRate_bit*32'd1 + (BandRate_bit/2)) ? 1'b1: 1'b0;
wire uart_rx_bit1_value;
assign uart_rx_bit1_value = (BandRate_Rx_Cnt == BandRate_bit*32'd2 + (BandRate_bit/2)) ? 1'b1: 1'b0;
wire uart_rx_bit2_value;                                
assign uart_rx_bit2_value = (BandRate_Rx_Cnt == BandRate_bit*32'd3 + (BandRate_bit/2)) ? 1'b1: 1'b0;
wire uart_rx_bit3_value;                                 
assign uart_rx_bit3_value = (BandRate_Rx_Cnt == BandRate_bit*32'd4 + (BandRate_bit/2)) ? 1'b1: 1'b0;
wire uart_rx_bit4_value;                                 
assign uart_rx_bit4_value = (BandRate_Rx_Cnt == BandRate_bit*32'd5 + (BandRate_bit/2)) ? 1'b1: 1'b0;
wire uart_rx_bit5_value;                                
assign uart_rx_bit5_value = (BandRate_Rx_Cnt == BandRate_bit*32'd6 + (BandRate_bit/2)) ? 1'b1: 1'b0;
wire uart_rx_bit6_value;                           
assign uart_rx_bit6_value = (BandRate_Rx_Cnt == BandRate_bit*32'd7 + (BandRate_bit/2)) ? 1'b1: 1'b0;
wire uart_rx_bit7_value;                           
assign uart_rx_bit7_value = (BandRate_Rx_Cnt == BandRate_bit*32'd8 + (BandRate_bit/2)) ? 1'b1: 1'b0;
wire uart_rx_end_value;                               
assign uart_rx_end_value =  (BandRate_Rx_Cnt == BandRate_bit*32'd9 + (BandRate_bit/2)) ? 1'b1: 1'b0;
wire Data_Recing;
assign	Data_Recing = (BandRate_Rx_Cnt == 0) ? 1'b0 : 1'b1;
reg [7:0] BKP02_ready_n;
always @(posedge clk or negedge rst_n)
if(!rst_n)
	BKP02_ready_n <= 8'b0;
else if(Data_Recing == 1'b1)
	begin
		if(uart_rx_bit0_value)
			BKP02_ready_n[0] <= Rx_n_1;
		else if(uart_rx_bit1_value)
			BKP02_ready_n[1] <= Rx_n_1;
		else if(uart_rx_bit2_value)
			BKP02_ready_n[2] <= Rx_n_1;
		else if(uart_rx_bit3_value)
			BKP02_ready_n[3] <= Rx_n_1;
		else if(uart_rx_bit4_value)
			BKP02_ready_n[4] <= Rx_n_1;
		else if(uart_rx_bit5_value)
			BKP02_ready_n[5] <= Rx_n_1;
		else if(uart_rx_bit6_value)
			BKP02_ready_n[6] <= Rx_n_1;
		else if(uart_rx_bit7_value)
			BKP02_ready_n[7] <= Rx_n_1;
		else 
			BKP02_ready_n <= BKP02_ready_n;
	end 
else
	BKP02_ready_n <= 8'b0;	
assign BKP02_ready_o =  uart_rx_end_value;
assign BKP02_data_o  =  BKP02_ready_n;
endmodule 
[design/flow/run.sh]
#!/bin/bash
# OpenROAD 26Q1-2900-gdf79404cd8, Yosys 0.63+post, stock flow scripts
make -C /OpenROAD-flow-scripts/flow DESIGN_CONFIG=/design/flow/config.mk WORK_HOME=/design/flow/orfs finish
[design/flow/config.mk]
export PLATFORM = sky130hd
export DESIGN_NAME = bk_uart_excute_v1
export DESIGN_NICKNAME = bk_uart_excute_v1
export VERILOG_FILES = /design/flow/design.v
export SDC_FILE = /design/flow/constraint.sdc
export NUM_CORES = 4
export LEC_CHECK = 1
export CORE_UTILIZATION = 40
[design/flow/constraint.sdc]
current_design bk_uart_excute_v1

set clk_period 4.9
set clk_io_pct 0.2

create_clock -name clk0 -period $clk_period [get_ports {clk}]

set non_clock_inputs [all_inputs -no_clocks]
set_input_delay [expr $clk_period * $clk_io_pct] -clock clk0 $non_clock_inputs
set_output_delay [expr $clk_period * $clk_io_pct] -clock clk0 [all_outputs]
==> qor.txt <==
run status: complete, no violations
startpoint types: flop
Tcrit/Tclk final: 73.5%
post-CTS setup buffer count: 0
peak supply drop: 0.184 mV
clock tree from TritonCTS: built
worst slack after detailed placement: 1.73 ns
Clk Tree Root Cell: clkbuf_16
Synth warnings: 1
post-layout power: 1430 µW
Synth-to-Final Area Change: 11.0%
via count of the routed design: 4389
area share of and/or/nand/nor cells after synthesis: 26.5%
total gr overflow: 0
fp util: 41.7%
count of unique library cells instantiated by Yosys: 54
Clock Path Buffers: 2
post-cts sizing count: 0
critical path peak fanout: 7
standard-cell rows: 40
clock latency on the worst-skew pair: 0.34 ns
Final GP Congestion: 0.871
share of layout cells above drive strength 1: 6.17%
aggregate negative setup slack: 0 ns
maximum number of pins on one net before global-route repair: 58
data required time of the worst path: 3.92 ns
detailed-placement wirelength estimate: 7330 µm
Leakage: 0.00219 µW
crit end category: primary output
CTS Hold Bufs: 0
chip area: 0.0132 mm²
area of the core region: 0.0122 mm²
mapped cell area: 0.00509 mm²
horizontal extent of the die: 115 µm
max frequency: 278 MHz
parity-gate share of the synthesized area counting xor and xnor cells: 0%
setup slack after layout: 1.30 ns
leading register cell type out of synthesis: dfrtp_1
number of antenna violations at the first check in global routing: 0
type of the worst setup path: flop to primary output
max-cap violation count: 0
arithmetic-cell share of the synthesized area counting full adders, half adders and majority gates: 1.47%
power per cell area: 253 mW/mm²
iteration-0 DRC count of the detailed router: 378
sequential area share after synthesis: 43.8%
via count of the first global-routing pass: 3980
Least-Margin Pin Slew: 0.770 ns
global-route usage over all layers: 19.0%
RSZ-0062 raised after global routing: false
antenna cell count: 0
Mean Syn Cell Area: 8.47 µm²
number of input and output port buffers inserted: 22
number of clock buffers inserted by TritonCTS: 9
Flops after synth: 89
Routed wire per std cell: 14.9 µm
count of flip-flops with a built-in enable after synthesis: 0
arrival time at the worst endpoint: 2.62 ns
Complex Gates by Area: 22.0%
filler cell count in the final layout: 1168
final critical path time including I/O delays and setup: 3.60 ns
io pins: 24
number of optimization iterations in the first detailed-route pass: 4
post-synthesis instance total: 601
number of hold violations in the final report: 0
Final Skew: 0.00457 ns
Logic family by area: simple AND/OR/NAND/NOR gates
multiplexer fraction of the synthesized cell area: 1.57%
final setup vio count: 0
first-pass GRT wire length: 19600 µm
Synth async-reset ratio: 100%
yosys stat cell total: 601
clock sinks: 89
antenna-violating nets left: 0
number of design rule violations left after detail routing: 0
Slew headroom: 48.2%
Placed Instances: 753
clock-pin slew of the registers on the worst-case setup and hold paths: 0.06 ns
H-tree Lvls: 3
yosys stat chip area: 0.00509 mm²
warning total across the stage logs: 30
min-delay worst type: flop to flop
via density per instance: 5.71
final cell count without fillers: 768
total count of max-transition violations in the final report: 0
vertical extent of the die: 115 µm
drt total wl: 11400 µm
[cell type report]
| cell class | count | area, µm² | area share [%] |
|---|---|---|---|
| inverters | 11 | 41.3 | 0.731 |
| clock buffers | 12 | 267 | 4.72 |
| well taps | 168 | 210 | 3.72 |
| flip-flops and latches | 89 | 2230 | 39.5 |
| repair buffers | 28 | 263 | 4.65 |
| clock inverters | 3 | 15.0 | 0.266 |
| multi-input cells | 457 | 2620 | 46.4 |
[placed cells by master (no fill, tap or decap), types with 10 or more instances in the layout]
cell | synthesis | final
o31ai_1 | 24 | 24
o21ai_1 | 15 | 15
nand3_1 | 40 | 40
nor3_1 | 12 | 12
nor2_1 | 67 | 67
o21ai_0 | 58 | 58
nand4_1 | 21 | 21
clkdlybuf4s50_1 | 0 | 21
nand2_1 | 54 | 54
a21oi_1 | 28 | 28
nor2b_1 | 10 | 10
dfrtp_1 | 86 | 86
inv_1 | 11 | 11
nor4_1 | 16 | 16
a31oi_1 | 22 | 22
[flip-flops by register name (all words and copies together), names as in the netlist]
signal           count
BKP02_ready_n        8
Status_Tx            3
BKP01_data_i_n       8
Status_Rx            3
BandRate_Rx_Cnt     32
Rx_n_1               1
BandRate_Tx_Cnt     32
Rx_n_2               1
Tx_p                 1
[cells in the mapped netlist (3+ instances only)]
library cell,instances,area (µm²)
o41ai_1,6,52.6
o21ai_0,58,290
nor2_1,67,251
nor3_1,12,60.1
ha_1,6,75.1
mux2i_1,8,80.1
nand2b_1,6,37.5
clkbuf_1,24,90.1
a31oi_1,22,138
or2_2,4,25.0
dfstp_2,3,78.8
inv_1,11,41.3
o31ai_1,24,180
and2_1,5,31.3
and4_1,3,26.3
nor2b_1,10,62.6
buf_2,16,80.1
a21oi_1,28,140
nand2_1,54,203
nor4_1,16,100
and3_1,8,50.1
or3_1,4,25.0
dfrtp_1,86,2150
o21ai_1,15,75.1
o211ai_1,4,30.0
nand4_1,21,131
a22o_1,3,26.3
nand3_1,40,200
[metrics by stage]
stage / util [%] / hold slack, ns / area [µm²]
after floorplan: - / 0.352 / 5090
after global placement: 44.0 / 0.472 / 5370
after detailed placement: 44.0 / 0.471 / 5370
after CTS: 46.3 / 0.485 / 5650
after global routing: 46.3 / 0.519 / 5650
final: 46.3 / 0.483 / 5650
[power breakdown]
part / internal (µW) / leakage [µW] / switching (µW)
Combinational: 8.79 / 0.000857 / 16.1
Clock: 380 / 0.000144 / 285
Sequential: 739 / 0.00119 / 2.50
Total: 1130 / 0.00219 / 303
[per-layer routing]
metal  vias up  wire (µm)  track usage, %
met5         -          0               0
met4         0        120            1.99
met3        10        494            3.38
met2        86       4980            27.9
met1      2093       5830            31.3
li1       2200          -               -
[worst max-delay path: stages (launching register included)]
cell             delay [ns]
dfrtp_1                0.45
nor4_1                 0.40
nand4_1                0.39
nor4_1                 0.51
clkdlybuf4s50_1        0.54
[kinds of logic (layout without fill, tap and decap cells)]
group           Yosys count  in the layout
flops                    89             89
mux                       8              8
compound gates          179            179
buf+inv                  55             54
fa+ha+maj                 6              6
simple gates            264            264
[worst paths after layout]
kind	cells past startpoint	start	end	slack, ns
min reg2reg	1	BandRate_Tx_Cnt[31]	BandRate_Tx_Cnt[31]	0.48
max in group asynchronous	2	rst_n	Rx_n_2	3.29
max reg2reg	7	BandRate_Rx_Cnt[22]	BandRate_Rx_Cnt[18]	2.06
min in group asynchronous	1	rst_n	Status_Tx[1]	0.65
max	4	BandRate_Rx_Cnt[22]	BKP02_ready_o	1.30
min	1	BandRate_Tx_Cnt[31]	BandRate_Tx_Cnt[31]	0.48
Power is estimated from default activity; no workload was simulated.
